## design.v

```verilog
module somador32 (in1,in2,out);
    input wire [31:0] in1, in2;
    output wire [31:0] out;
    assign out = in1 + in2;
endmodule
```

## run.sh

```bash
#!/bin/bash
# OpenROAD 26Q1-2900-gdf79404cd8, Yosys 0.63+post, stock flow scripts
make -C /OpenROAD-flow-scripts/flow DESIGN_CONFIG=/design/flow/config.mk WORK_HOME=/design/flow/orfs finish
```

## config.mk

```make
export PLATFORM = sky130hd
export DESIGN_NAME = somador32
export DESIGN_NICKNAME = somador32
export VERILOG_FILES = /design/flow/design.v
export SDC_FILE = /design/flow/constraint.sdc
export NUM_CORES = 4
export LEC_CHECK = 1
export CORE_AREA = 10 10 94 94
export DIE_AREA = 0 0 104 104
```

## constraint.sdc

```tcl
current_design somador32

set clk_period 24.1
set clk_io_pct 0.2

create_clock -name clk0 -period $clk_period

set non_clock_inputs [all_inputs -no_clocks]
set_input_delay [expr $clk_period * $clk_io_pct] -clock clk0 $non_clock_inputs
set_output_delay [expr $clk_period * $clk_io_pct] -clock clk0 [all_outputs]
```

==> notes.md <==
run results: status completed, die width 104 um, IO Pins 96, # diodes 0, synthesized area per cell 7.24 um2, dpl hpwl 5190 um, Tot GR Track Use 0.104, RSZ-0062 raised after global routing no, biggest area cells ha_1, a21oi_1, a21o_1, total gr overflow 0, final count of negative-setup-slack endpoints 0, arrival time at the worst endpoint 7760 ps, ratio of cells with drive above 1 in the final layout 0.0307, NetSw 0.0318 mW, largest net degree at the start of global routing 11, Core Area 0.00683 mm2, Design Area, Final 0.00278 mm2, FF/Latch Area 0 um2, synthesis-to-finish area growth 59.5%, yosys stat chip area 0.00174 mm2, via density per instance 5.01, Slew Limit Fails 0, global-route wire length before repair 9810 um, post-layout util 0.407, Post-CTS Setup Bufs 0, worst-margin pin slew 527 ps, CP dominant cell by count clkdlybuf4s50_1, Pre-antenna DRT Iters 4, Seq pwr share 0, chip area 0.0108 mm2, layout clock buffer count 0, Comb pwr share 1.000, number of global-route vias before repair 2054, Min-Delay Path Class in -> out, fin cells 422, sequential cell count 0, Peak Freq 79.5 MHz, WL per Instance 13.9 um, Worst setup EP type output port, static leakage 1.18 nW, Place WS 11490 ps, Final Total Pwr 0.0801 mW, VDD IR max 0.0000121 V, 1st-iter DRT viols 75, Setup WS post-layout 11520 ps, pre-placement core utilization 0.255, area of placed instances 0.00278 mm2, DR DRC count 0, TNS Setup 0 ps, CTS resizes 0, vias 2114, placed cells 422, CP Cell Sequence clkdlybuf4s50_1, ha_1, fa_1, a21o_1, a31o_2, nand3_1, o221ai_1, a311oi_1, o21bai_1, xor2_1, clkdlybuf4s50_1, I/O Buffers 96, OpenROAD warning count 32, Routed WL 5890 um, worst path required time 19280 ps, initial antenna violation count 0, Clock Power Share 0, Worst path max stage delay 490 ps, CP Class in -> out, internal power 0.0483 mW, synth cell count leaders ha_1, a21oi_1, a21o_1, WHS 10670 ps, Max stage delay cell, worst path clkdlybuf4s50_1, Buf/Inv on CP 2, Mapped Cells 241, hold bufs inserted after CTS 0, Setup crit start kind input port, Routed Antenna Nets 0, # Cells Yosys 241, CP top delay family AND-OR/OR-AND gates, fin crit period 12580 ps, register area share after synthesis 0, area of the mapped netlist 0.00174 mm2, Syn. warnings 0, Distinct lib cells used 50, max-cap violation count 0, Die Y 104 um, headroom to the max-slew limit 0.640, switching share of total power 0.397, leading area contributor after synthesis ha_1, critical-path maximum fanout 4, Dominant cell area share 0.222, Hold Violations, Final 0, Synth top cell by count ha_1, FP Rows 30, pwr dens 28.8 mW/mm2, Tcrit/Tclk final 0.522, GP Congestion 0.819
==> routing by layer <==
layer  global-route usage  routed length [um]
met1                0.149                2860
met5                    0                   0
met2                0.167                2670
met4                    0                   0
met3               0.0188                 356
==> layout by cell type (no fill, tap or decap), types with 2 or more instances in the layout <==
cell type,n
xor2_1,15
a21o_1,19
inv_1,6
o21ai_0,13
a211oi_1,3
o21bai_1,4
nand2b_1,2
nand2_1,18
nor2_1,12
ha_1,31
mux2i_1,2
a21oi_1,29
clkdlybuf4s50_1,96
xnor2_1,13
a31oi_1,3
o311ai_1,2
nand4_1,8
or2_2,3
o21a_1,2
o211ai_1,3
o221ai_1,2
nand3_1,10
nor3_1,4
a311oi_1,2
==> final cells by class <==
cell class                      count  area (um2)
Fill cell                         701        4050
Inverter                            6        22.5
Multi-Input combinational cell    224        1680
Tap cell                           96         120
Timing Repair Buffer               96         961
==> worst paths after layout <==
path                    from  endpoint  slack (ps)  depth (start not counted)
worst max-delay path  in1[0]   out[26]       11520                         11
worst min-delay path  in2[0]    out[0]       10670                          3
==> logic make-up after synthesis <==
family / Yosys count / synth area share
AOI/OAI and AO/OA: 97 / 0.393
xor gates and xnor gates: 28 / 0.141
adders and majority gates: 32 / 0.234
buffers and inverters: 17 / 0.0380
muxes: 2 / 0.0115
and+or+nand+nor: 65 / 0.183
==> power by group through the flow <==
stage | sequential [mW] | clock (mW) | combinational (mW)
CTS | 0 | 0 | 0.0815
global route | 0 | 0 | 0.0894
finish | 0 | 0 | 0.0801
==> worst min-delay path, stage by stage <==
cell,delay (ps)
clkdlybuf4s50_1,450
ha_1,110
clkdlybuf4s50_1,460
No activity file was given, so power comes from the tool's default toggle rates.
